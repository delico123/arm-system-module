### /design/flow/run.sh
#!/bin/bash
# OpenROAD 26Q1-2900-gdf79404cd8, Yosys 0.63+post, stock flow scripts
make -C /OpenROAD-flow-scripts/flow DESIGN_CONFIG=/design/flow/config.mk WORK_HOME=/design/flow/orfs finish
### /design/flow/config.mk
export PLATFORM = sky130hd
export DESIGN_NAME = RegFile
export DESIGN_NICKNAME = RegFile
export VERILOG_FILES = /design/flow/design.v
export SDC_FILE = /design/flow/constraint.sdc
export NUM_CORES = 4
export LEC_CHECK = 1
export CORE_UTILIZATION = 30
### /design/flow/constraint.sdc
current_design RegFile

set clk_period 6.7
set clk_io_pct 0.2

create_clock -name clk0 -period $clk_period [get_ports {clk}]

set non_clock_inputs [all_inputs -no_clocks]
set_input_delay [expr $clk_period * $clk_io_pct] -clock clk0 $non_clock_inputs
set_output_delay [expr $clk_period * $clk_io_pct] -clock clk0 [all_outputs]
### /design/flow/design.v
module RegFile(  
   input clk,
   input reset,
   input [3:0] A1,
   input [3:0] A2,
   input [3:0] A3,    
   input [31:0] WD3,  
   input RegWrite,    
   input [31:0] PCPlus8,    
   output [31:0] RD1,    
   output [31:0] RD2    
   );
   reg[31:0] R[15:0]; 
   integer i;
   always @ (posedge clk or posedge reset)
   begin   
         if (reset) 
         begin
            for (i=0; i<16 ;i=i+1)
            begin
				R[i] <= 32'b0;
            end
         end
         else 
         begin         
            if(RegWrite == 1'b1) begin  
               R[A3] <= WD3;
            end
            R[15] <= PCPlus8;
         end
   end
   assign RD1 = R[A1];
   assign RD2 = R[A2];
endmodule
==> flow_summary_export.csv <==
group,metric,value,unit
timing,fmax,174,MHz
die,fp-utilization,30.5,%
synth,syn_area_per_cell,11.6,sq um
clock_tree,htree_levels,2,
setup_path,cp_common_cell,"buf_4",
timing,worst_slew_pin_slew,0.861,ns
die,die_x,302,um
synth,ys_top_logic_family,"multiplexers",
clock_tree,insertion_delay,0.63,ns
setup_path,worstPathCellList,"buf_4, buf_4, and2_0, nand2_1, nor2_1, a2111oi_1, a31oi_1, clkdlybuf4s50_1",
final_layout,mostFrequentLayoutCells,"dfrtp_1, mux2_2, a22oi_1, clkdlybuf4s50_1",
clock_tree,cts_tree,"done",
clock_tree,cts_buffers,58,
timing,post-route-min-period,5.74,ns
synth,ys.flop_type,"dfrtp_1",
global_routing,grt_pass1_vias,22200,
timing,fin_setup_tns,0,ns
synth,yosysUniqueCellTypes,59,
clock_tree,clock_path_buffers,3,
timing,slew_viol_final,0,
final_layout,area_growth,17.2,%
timing,maxSlewHeadroom,42.4,%
synth,syn_area,27100,sq um
clock_tree,cts_sinks,512,
synth,ys.flops,512,
synth,ys_cells,2332,
setup_path,critical_path.top_delay_family,"buffers and inverters",
status,status,"finished, final reports clean",
setup_path,critical_path_class,"in -> out",
global_routing,grt_pass1_wl,151,mm
power,power.density,305,nW/um^2
setup_path,critPathMaxStageDelay,0.58,ns
setup_path,startpoint,"A1[1]",
timing,finalSetupViolCount,0,
synth,synth-adder-area-share,0,%
setup_path,crit_fanout,28,
timing,rsz0062_at_grt,"no",
setup_path,ff2ff_setup_slack,5.86,ns
global_routing,antenna_found_initial,4,
setup_path,crit_required,5.36,ns
final_layout,layout-drive-gt1-share,30.1,%
routing,dr.pass1.iters,7,
timing,fin_crit_sh,85.7,%
clock_tree,ctsHoldBuffers,0,
die,die_area,91500,sq um
routing,viasPerCell,5.96,
global_routing,overflow,0,
routing,drc_errors,0,
synth,synth.cellmix.simpleShare,5.82,%
routing,routed_wl,103,mm
final_layout,largestRegisters,"R (512)",
setup_path,r2r-end,"R[9][29]",
synth,synthCells,2332,
synth,async_reset_ff_share,100,%
routing,wl_per_cell,28.5,um
clock_tree,clk_pin_slew,0.06,ns
setup_path,critPathBufInv,3,
synth,ys_area,27100,sq um
synth,edf_count,0,
final_layout,layout.cells.most_common,"dfrtp_1",
routing,first_iter_violations,1930,
global_routing,grt_max_degree,125,
setup_path,crit_slowest_cell,"and2_0",
synth,mux_share,25.9,%
place,place_ws,1.03,ns
timing,fin_skew,0,ns
power,ir_drop,0.252,mV
job,warnings,34,
setup_path,timing.rr.start,"R[9][29]",
power,p_leak,12.9,nW
place,io_buffers,142,
clock_tree,cts_resized,0,
routing,vias,21518,
place,gp_congestion,0.954,
setup_path,worstSetupStartpointType,"input pin",
die,num_rows,109,
die,die_h,302,um
setup_path,cp.depth,8,
die,ios,143,
synth,ys_seq_share,47.3,%
die,core,88900,sq um
final_layout,largest_reg_flops,512,
min_path,holdPathEnd,"R[8][7]",
clock_tree,clockRootBuffer,"clkbuf_16",
synth,synthXorXnorAreaFrac,0,%
place,dp_hpwl,64.7,mm
min_path,hold_path_depth,1,
setup_path,critPathArrivalTime,4.40,ns
synth,synth.yosys.warnings,2,
clock_tree,cts_setup_buffers,0,
min_path,min_from,"R[8][7]",
setup_path,endpoint_kind,"primary output",
timing,final_hold_viol_count,0,
min_path,min-delay-path-class,"reg -> reg",
global_routing,grt_usage,23.2,%
job,drv_cap,0,
synth,ys_sh_aoi,16.5,%
final_layout,regMostFlops,"R",
setup_path,r2r_cells,1,
routing,antenna_left,0,
timing,setup_ws,0.960,ns
final_layout,fillCellCount,8433,
## how the worst max path moves through the flow
stage	end	slack (ns)
after CTS	RD2[29]	1.02
after global routing	RD1[28]	0.81
final	RD1[28]	0.96
## synthesized netlist by cell type (all sizes together) (11+ instances only)
cell	number	area, sq um
inv	27	101
nor3	13	103
mux2	539	6070
a22o	83	727
nand2b	11	68.8
nor2	105	402
a221oi	19	166
nand2	83	314
buf	137	778
nor2b	48	303
clkbuf	93	350
a22oi	136	1020
o32ai	12	105
o21ai	41	205
mux2i	94	941
a2111oi	12	106
a21oi	90	450
a222oi	32	320
o221ai	25	219
dfrtp	512	12800
o22ai	75	469
a31oi	49	307
## metal layers
layer	wire length, um	up-vias	track usage, %
met3	12000	357	9.49
met4	5780	6	10.4
li1	-	9012	-
met5	95	-	0.569
met2	45800	1258	34.7
met1	39200	10885	29.8
## power by group
| group | leakage, nW | switching [W] | total (W) | internal [W] |
|---|---|---|---|---|
| registers | 6.26 | 0.000568 | 0.00435 | 0.00378 |
| logic | 5.69 | 0.000887 | 0.00196 | 0.00108 |
| clock network | 0.996 | 0.00135 | 0.00337 | 0.00202 |
## metrics by stage
stage	total power (W)	hold slack, ns	area (sq um)	std cells	utilization, %
floorplan	0.00552	0.474	27100	2332	-
global placement	0.00626	0.493	29700	3503	33.4
CTS	0.00971	0.518	31800	3610	35.7
detailed placement	0.00632	0.503	29700	3503	33.4
finish	0.00968	0.516	31800	3611	35.7
global route	0.0101	0.536	31800	3611	35.7
## layout make-up
type / instances / area [sq um] / area share, %
antenna: 1 / 2.50 / 0.00788
clock buffer: 79 / 1640 / 5.17
clock inverter: 28 / 375 / 1.18
inverter: 27 / 105 / 0.331
multi-input combinational: 1563 / 13200 / 41.5
sequential: 512 / 12800 / 40.3
tap: 1165 / 1460 / 4.59
timing repair buffer: 236 / 2190 / 6.89
## logic make-up (layout without fill, tap and decap cells)
family                 count (synthesis)  in the layout
multiplexers                         633            633
other                                  0              1
flip-flops                           512            512
AND-OR/OR-AND                        615            615
buffers and inverters                257            370
AND/OR/NAND/NOR                      315            315
Power figures rest on the tool's default switching activity, not on a simulated workload.
