## flow/run.sh

```bash
#!/bin/bash
# OpenROAD 26Q1-2900-gdf79404cd8, Yosys 0.63+post, stock flow scripts
make -C /OpenROAD-flow-scripts/flow DESIGN_CONFIG=/design/flow/config.mk WORK_HOME=/design/flow/orfs finish
```

## flow/config.mk

```make
export PLATFORM = sky130hd
export DESIGN_NAME = ALU
export DESIGN_NICKNAME = ALU
export VERILOG_FILES = /design/flow/design.v
export SDC_FILE = /design/flow/constraint.sdc
export NUM_CORES = 4
export LEC_CHECK = 1
export CORE_AREA = 10 10 70 70
export DIE_AREA = 0 0 80 80
```

## flow/constraint.sdc

```tcl
current_design ALU

set clk_period 1.0
set clk_io_pct 0.2

create_clock -name clk0 -period $clk_period

set non_clock_inputs [all_inputs -no_clocks]
set_input_delay [expr $clk_period * $clk_io_pct] -clock clk0 $non_clock_inputs
set_output_delay [expr $clk_period * $clk_io_pct] -clock clk0 [all_outputs]
```

## flow/design.v

```verilog
module ALU(
	input [31:0] srcA,
	input [31:0] srcB,
	input [1:0] ALUControl,
	output reg [31:0] ALUResult,
	output reg [3:0] ALUFlags
	);
	wire [31:0] condinvb;  
	wire [32:0] sum;
	wire Neg, Zero, Carry, oVerflow;
	assign condinvb = ALUControl[0] ? ~srcB:srcB;
	assign sum = srcA + condinvb + ALUControl[0];
	always @(*)
		casex(ALUControl)
			2'b0x: ALUResult = 2'b00;  
			2'b10: ALUResult = srcA & srcB;  
			2'b11: ALUResult = srcA | srcB;  
			default: ALUResult = 2'bx;
		endcase
	assign Neg = ALUResult[31];
	assign Zero = (ALUResult == 32'b0);
	assign Carry = (ALUControl[1] == 1'b0) & sum[32];
	assign oVerflow = (ALUControl[1] == 1'b0) & ~(srcA[31]^srcB[31]^ALUControl[0]) & (srcA[31]^sum[31]);
	assign ALUflags  = {Neg, Zero, Carry, oVerflow};
endmodule
```

==> results.txt <==
run metrics: Storage cell area 0 um^2, initial antenna violation count 0, Layout area overhead 122.1%, yosys cell count 112, Yosys warning count 6, Placed Cells 248, Synth top area share 0.3549, drt pass-1 iters 4, Final setup viols 30, Period minus WS final 1.077 ns, RSZ-0062 raised after global routing true, # IOs 102, Inserted Diodes 0, Leak 0.9302 nW, Placed Area 1847 um^2, violated checks negative setup slack, count leader, synth nand2_1, mapped cell area 888.4 um^2, Chip Area, Yosys 888.4 um^2, DP HPWL 3.040 mm, num rows 21, antenna-violating nets left 0, vias per inst 4.449, core area 3416 um^2, Slew Viols, Final 0, number of hold-repair buffers added at the cts stage 0, Final GP Congestion 0.7845, setup tns final -1.134 ns, Via Count 1179, Starting DRT DRC Count 19, WL/cell 15.57 um, post-route cell area 1973 um^2, layout cells sized above 1 0.5297, Synth Seq Share 0, grt ovf 0, DRC Markers 0, outcome complete, but fails checks, top cells by count, synth nand2_1 (32), a21boi_2 (28), o21ai_2 (28), final worst setup slack -0.07702 ns, WHS 0.8299 ns, vias in the first global route 1130, cell count after synthesis 112, Tot Pwr 0.7398 mW, first-pass GRT wire length 6.285 mm, average size of a mapped cell 7.932 um^2, Hold Path Sink ALUResult[7], Die Size 6400 um^2, num sequential 0, # clk buffers 0, port bufs 98, Initial Util 0.2601, worst path required time 0.80 ns, Worst setup SP type primary input, Log Warnings 34, Hold Path Depth 4, Worst VDD drop 0.0001313 V, worst setup path category in -> out, Yosys top cell by area a21boi_2, power per standard cell area 374.9 nW/um^2, crit-path max FO 6, min-delay worst type in -> out, largest net degree at the start of global routing 16, final instance count without filler cells 265, Synth area leaders a21boi_2 (35%), o21ai_2 (28%), nand2_1 (14%), buf_12 (6.8%), buf_6 (5.1%), achievable clock frequency 928.5 MHz, maxcap violations 0, fin crit share 1.077, Die H 80 um, hold path start ALUControl[1], Crit. End Element output pin, synth unique cells 10, DRT Wirelength 4.126 mm, GRT Util Overall 0.1196, Die W 80 um, Fin. Hold Viols 0, CP arrival 0.88 ns
## per-layer routing
metal	wire length (um)	track usage
met5	0	0
met1	1885	0.1608
met4	0	0
met2	1791	0.1902
met3	448	0.04205
## worst max-delay path by stage
stage             start       endpoint  slack (ns)  depth (start not counted)
4_1_cts   ALUControl[0]  ALUResult[12]       -0.08                          6
5_1_grt   ALUControl[0]  ALUResult[12]       -0.11                          6
6_report  ALUControl[0]   ALUResult[3]       -0.08                          6
## final cells by class
type / count / area, um^2
fillers: 324 / 1443
multi-input cells: 100 / 809.5
well taps: 46 / 57.56
repair buffers: 119 / 1106
## stage by stage
stage	util	worst slack (ns)
floorplan	-	0.07928
global placement	0.5407	-0.7630
detailed placement	0.5407	-0.7569
CTS	0.5454	-0.08091
global route	0.5777	-0.1096
finish	0.5777	-0.07702
## worst max-delay path, cell delays in order
cell      delay, ns
buf_12         0.13
buf_12         0.13
buf_8          0.12
o21ai_2        0.12
a21boi_2       0.06
buf_2          0.12
## where the power goes
group | total (mW) | leakage [nW] | internal [mW] | switching, mW
Clock | 0 | 0 | 0 | 0
Combinational | 0.740 | 0.930 | 0.457 | 0.282
Sequential | 0 | 0 | 0 | 0
Total | 0.740 | 0.930 | 0.457 | 0.282
## kinds of logic (layout without fill, tap and decap cells)
group / count (synthesis) / after routing / synth area share
AOI/OAI and AO/OA: 64 / 64 / 0.6873
buffers and inverters: 15 / 119 / 0.1732
other: 1 / 4 / 0.004221
and+or+nand+nor: 32 / 32 / 0.1352
## what timing repair did
action / 4_1_cts / 5_1_grt
gates resized: 200 / 14
endpoints found under the hold margin: 0 / 0
pin swaps: 45 / 6
endpoints found under the setup margin: 32 / 30
setup buffers: 12 / 1
cloned: 3 / 1
## layout by cell type (no fill, tap or decap)
master           instances
buf_6                    4
clkdlybuf4s15_1          4
buf_2                   32
clkbuf_16                1
buf_4                    4
buf_8                    5
buf_16                   3
dlygate4sd2_1           59
a21boi_2                28
clkdlybuf4s15_2          1
o21ai_1                  3
o21ai_4                  7
nand2_2                  3
nand2_1                 29
o21ai_2                 22
a21boi_1                 4
buf_12                   6
conb_1                   4
Power and IR drop assume default switching activity.
