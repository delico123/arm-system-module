[/design/flow/design.v]
module Extend(
	input [23:0] Instr,
	input [1:0] ImmSrc,
	output reg [31:0] ExtImm
	);
	always @(*)
		case(ImmSrc)
			2'b00: ExtImm = {24'b0, Instr[7:0]};
			2'b01: ExtImm = {20'b0, Instr[11:0]};
			2'b10: ExtImm = {{6{Instr[23]}}, Instr[23:0], 2'b00};
			default: ExtImm = 32'bx;  
	endcase
endmodule
[/design/flow/config.mk]
export PLATFORM = sky130hd
export DESIGN_NAME = Extend
export DESIGN_NICKNAME = Extend
export VERILOG_FILES = /design/flow/design.v
export SDC_FILE = /design/flow/constraint.sdc
export NUM_CORES = 4
export LEC_CHECK = 1
export CORE_AREA = 10 10 70 70
export DIE_AREA = 0 0 80 80
[/design/flow/constraint.sdc]
current_design Extend

set clk_period 2.4
set clk_io_pct 0.2

create_clock -name clk0 -period $clk_period

set non_clock_inputs [all_inputs -no_clocks]
set_input_delay [expr $clk_period * $clk_io_pct] -clock clk0 $non_clock_inputs
set_output_delay [expr $clk_period * $clk_io_pct] -clock clk0 [all_outputs]
[/design/flow/run.sh]
#!/bin/bash
# OpenROAD 26Q1-2900-gdf79404cd8, Yosys 0.63+post, stock flow scripts
make -C /OpenROAD-flow-scripts/flow DESIGN_CONFIG=/design/flow/config.mk WORK_HOME=/design/flow/orfs finish
==> results.yml <==
# implementation run metrics
outcome:
  outcome: "completed"
floorplanning:
  fp.dieW_microns: 80
  fp.dieArea_sq_um: 6400
  die_h_microns: 80
  core_area_sq_um: 3420
  rows: 21
  ios: 58
  initial_utilization_pct: 9.12
synth:
  ys_seq_share_pct: 0
  syn_area_sq_um: 312
  synth_area_per_cell_sq_um: 6.92
  yosysWarnings: 1
  ys_types: 12
  syn_inst: 45
  ys_cells: 45
  ys_chip_area_sq_um: 312
power:
  vdd_drop_max_uv: 52.6
  p_per_area_nw_per_um2: 157
  leakagePower_nw: 0.424
global_route:
  grt_antenna_before_repair: 0
  grt_pass1_vias: 516
  grt_pass1_wl_mm: 2.50
  grt_max_degree: 11
  grt_usage_pct: 4.80
  grt-ovfl-total: 0
cells_and_area:
  area_growth_pct: 210
  clockBufferCount: 0
  final_cell_mix: "clkdlybuf4s50_1, and2_1, buf_4"
  finalInstanceArea_sq_um: 965
  final_common_cell: "clkdlybuf4s50_1"
  seqCellArea_sq_um: 0
  drive_above_1_share_pct: 12.9
  utilization_pct: 28.2
  flops: 0
critical_path:
  end_kind: "primary output"
  cp_max_fo: 5
  crit_arrival_ps: 1890
  cp.required_ps: 1920
  critical_path_class: "input port to primary output"
  start_kind: "input port"
routing:
  drc: 0
  dr.pass1.iters: 2
  postRouteAntennaNets: 0
  drt-wirelength-per-cell_microns: 11.9
  num_vias: 507
  antenna_cells: 0
  wl_mm: 1.75
  drtIter0Drc: 2
  vias_per_cell: 3.45
placed_design:
  dp_hpwl_mm: 1.59
  placed_area_sq_um: 930
  gp_congestion: 0.719
  port-buffer-count: 58
  post-place-ws_ps: -337
job:
  warnings: 33
  maxCapViolCount: 0
timing:
  finalCriticalPeriod_ps: 2370
  slew_headroom_pct: 86.7
  setup_viol: 0
  max_freq_mhz: 423
  worstMarginPinSlew_ps: 200
  setup_ws_ps: 33.3
  timing.final.crit_share_pct: 98.6
  hold_viol: 0
  drv_slew: 0
hold_path:
  min_path_type: "input port to primary output"
cts:
  cts.hold.buffers_added: 0
timing repair:
action	in CTS	in global routing
pin swaps	1	1
setup endpoints to repair	32	9
resized	5	6
buffers inserted	0	1
final timing paths:
path | start | end | slack, ps | cells after the start
worst max-delay path | ImmSrc[0] | ExtImm[5] | 30 | 6
worst min-delay path | Instr[4] | ExtImm[4] | 1650 | 3
critical path, stage by stage:
cell	delay, ps
dlygate4sd2_1	250
buf_4	130
ha_2	170
or2_4	270
a22o_1	180
clkdlybuf4s50_1	400
kinds of logic after synthesis:
group | count (synthesis) | synth area share, %
AOI/OAI and AO/OA | 10 | 26.5
adders and majority gates | 2 | 8.03
and+or+nand+nor | 22 | 42.2
buffers and inverters | 11 | 23.3
power by group:
part | total, W | internal (W) | switching (W)
combinational | 0.000151 | 0.000114 | 0.0000369
sequential | 0 | 0 | 0
clock | 0 | 0 | 0
total | 0.000151 | 0.000114 | 0.0000369
area by class of cell:
cell class / count / area [sq um]
fillers: 370 / 2450
multi-input cells: 34 / 259
well taps: 46 / 57.6
repair buffers: 65 / 641
inverters: 2 / 7.51
cells in the mapped netlist, drive strengths merged:
library cell   n  share of area, %
a22o           6                17
nor2           4               4.8
and2b          1               3.2
a22oi          4               9.6
and2          16                32
clkbuf         1               1.2
or2            1               2.0
buf            8                20
inv            2               2.4
ha             2               8.0
metrics by stage:
step / TNS (ps) / power, W / hold slack [ps] / cells
3_3_place_gp: -4420 / 0.000147 / 1890 / 146
5_1_grt: -6.68 / 0.000167 / 1680 / 147
2_1_floorplan: 0 / 0.0000392 / 1030 / 45
4_1_cts: 0 / 0.000153 / 1850 / 146
6_report: 0 / 0.000151 / 1650 / 147
3_5_place_dp: -4920 / 0.000148 / 1890 / 146
layer usage:
| metal | routed length [microns] | up-vias | global-route usage, % |
|---|---|---|---|
| li1 | - | 257 | - |
| met1 | 711 | 213 | 6.00 |
| met2 | 676 | 37 | 6.66 |
| met3 | 365 | 0 | 3.86 |
| met4 | 0 | 0 | 0 |
| met5 | 0 | - | 0 |
Power and IR drop assume default switching activity.
